--- ./run.sh ---
#!/bin/bash
# OpenROAD 26Q1-2900-gdf79404cd8, Yosys 0.63+post, stock flow scripts
make -C /OpenROAD-flow-scripts/flow DESIGN_CONFIG=/design/flow/config.mk WORK_HOME=/design/flow/orfs finish
--- ./config.mk ---
export PLATFORM = sky130hd
export DESIGN_NAME = keyboard
export DESIGN_NICKNAME = keyboard
export VERILOG_FILES = /design/flow/design.v
export SDC_FILE = /design/flow/constraint.sdc
export NUM_CORES = 4
export LEC_CHECK = 1
export CORE_AREA = 10 10 89 89
export DIE_AREA = 0 0 99 99
--- ./constraint.sdc ---
current_design keyboard

set clk_period 1.2
set clk_io_pct 0.2

create_clock -name clk0 -period $clk_period [get_ports {clock50}]

set non_clock_inputs [all_inputs -no_clocks]
set_input_delay [expr $clk_period * $clk_io_pct] -clock clk0 $non_clock_inputs
set_output_delay [expr $clk_period * $clk_io_pct] -clock clk0 [all_outputs]
--- ./design.v ---
module keyboard(keyboard_clk, keyboard_data, clock50, reset, read, scan_ready, scan_code);
input keyboard_clk;
input keyboard_data;
input clock50;  
input reset;
input read;
output scan_ready;
output [7:0] scan_code;
reg ready_set;
reg [7:0] scan_code;
reg scan_ready;
reg read_char;
reg clock;  
reg [3:0] incnt;
reg [8:0] shiftin;
reg [7:0] filter;
reg keyboard_clk_filtered;
always @ (posedge ready_set or posedge read)
if (read == 1) scan_ready <= 0;
else scan_ready <= 1;
always @(posedge clock50)
	clock <= ~clock;
always @(posedge clock)
begin
   filter <= {keyboard_clk, filter[7:1]};
   if (filter==8'b1111_1111) keyboard_clk_filtered <= 1;
   else if (filter==8'b0000_0000) keyboard_clk_filtered <= 0;
end
always @(posedge keyboard_clk_filtered)
begin
   if (reset==1)
   begin
      incnt <= 4'b0000;
      read_char <= 0;
   end
   else if (keyboard_data==0 && read_char==0)
   begin
	read_char <= 1;
	ready_set <= 0;
   end
   else
   begin
	   if (read_char == 1)
   		begin
      		if (incnt < 9) 
      		begin
				incnt <= incnt + 1'b1;
				shiftin = { keyboard_data, shiftin[8:1]};
				ready_set <= 0;
			end
		else
			begin
				incnt <= 0;
				scan_code <= shiftin[7:0];
				read_char <= 0;
				ready_set <= 1;
			end
		end
	end
end
endmodule
==> results_dict.tcl <==
# collected from the flow reports
set metrics [dict create \
    status "complete, no violations" \
    leakagePower_nw 0.422 \
    drcViolationCount 0 \
    cts_setup_buffers 0 \
    grt_max_degree 25 \
    critical_path_depth 1 \
    crit_required_ns 1.08 \
    io_buffer_count 13 \
    dpl.cell_count 159 \
    r2r_end "clock" \
    post_cts_resized 0 \
    vias_per_cell 3.55 \
    initCoreUtil_pct 18.0 \
    grt_antenna_before_repair 0 \
    grt_usage_pct 2.97 \
    worstSetupPathType "flop to flop" \
    grt_pass1_vias 577 \
    unclocked_pins 33 \
    top_area_cell "edfxtp_1" \
    firstDrtPassIters 4 \
    yosys_warnings 1 \
    rsz0062_at_grt "no" \
    crit_arrival_ns 0.49 \
    synth_top_area_share_pct 50.1 \
    endpoint_kind "flop" \
    hp-start "clock" \
    yosys_area_um2 1080 \
    clock.latency.late_pin_ns 0 \
    netlist_area_um2 1080 \
    untimed_endpoints 59 \
    slew_headroom_pct 59.1 \
    finalHoldViolCount 0 \
    final.min_clock_period_ns 0.618 \
    setup_viol 0 \
    endpoint "clock" \
    path_clk_slew_ns 0 \
    grt_pass1_wl_um 2620 \
    finClkSkew_ns 0 \
    tightest_slew_ns 0.613 \
    die_area_um2 9800 \
    dieHeight_um 99 \
    core_area_um2 5990 \
    synth.avg_cell_area_um2 15.4 \
    num_io_pins 14 \
    final_max_slew_viol_count 0 \
    drive_gt1_share_pct 3.57 \
    synth_cells 70 \
    r2r_cells 1 \
    drv_cap 0 \
    r2r-start "clock" \
    ctsHoldBuffers 0 \
    r2r_slack_ns 0.58 \
    wl_per_cell_um 9.38 \
    synth_cell_types 21 \
    detailed_place_hpwl_um 1210 \
    wl_um 1490 \
    num_rows 28 \
    cpPeakStageDelay_ns 0.43 \
    gp_congestion 0.709 \
    crit_path_start "clock" \
    hp-class "flop to flop" \
    drtIter0Drc 40 \
    area_growth_pct 21.7 \
    path_max_fanout 10 \
    ys_seq_share_pct 80.2 \
    startpoint_type "flop" \
    synthTopCellsByArea "edfxtp_1 (50%), dfxtp_1 (28%), a21oi_1 (2.3%)" \
    vdd_drop_max_v 0.000167 \
    power.density_nw_per_um2 46.9 \
    fmax_mhz 1620 \
    antenna_left 0 \
    final_cells 159 \
    timing.hold.ws_ns 0.462 \
    cp_num_buf_inv 1 \
    grt-ovfl-total 0 \
    warnings 29 \
    ys_cells 70 \
    critPathTopFamily "flip-flops" \
    path_cells "inv_1" \
    cp_slowest_cell "dfxtp_1" \
    ys_ff 34 \
    vias 564 \
    timing.final.crit_share_pct 51.5 \
    tns_ns 0 \
    die_x_um 99 \
    num_antenna_cells 0 \
]
## cells by family after synthesis
family	count (synthesis)	share of synthesized area, %
AND-OR/OR-AND	13	7.53
adder cells (fa/ha/maj)	2	2.32
buffers and inverters	7	2.55
flip-flops	34	80.2
other	1	0.347
AND/OR/NAND/NOR	13	7.07
## layer usage
layer,vias up,GRT usage [%],routed length (um)
met5,-,0,0
li1,282,-,-
met2,25,4.51,621
met3,0,0.634,122
met1,257,4.50,746
met4,0,0.110,0
## power by group
| part | switching (mW) | total, mW | internal, mW |
|---|---|---|---|
| logic | 0.0107 | 0.0247 | 0.0140 |
| clock network | 0 | 0 | 0 |
| registers | 0 | 0.0369 | 0.0369 |
| total | 0.0107 | 0.0616 | 0.0509 |
## cells in the mapped netlist
master    instances
nor3_1            1
nand4_1           3
nor3b_1           1
o21a_1            1
o21ai_1           2
inv_1             6
o211ai_1          3
a221oi_1          1
conb_1            1
nand2_1           2
nor2_1            2
a21oi_1           5
and2b_2           1
nor4_1            1
a21boi_0          1
dfrtp_1           1
or4_1             2
ha_1              2
edfxtp_1         18
dfxtp_1          15
clkbuf_2          1
## how the worst min path moves through the flow
stage                    to  slack (ns)  depth (start not counted)
after CTS             clock        0.47                          1
after global routing  clock        0.50                          1
final                 clock        0.46                          1
## per-stage QoR
stage | total power, mW | instance area [um2] | setup slack (ns) | utilization [%]
after floorplan | 0.0422 | 1080 | 0.639 | -
after global placement | 0.0607 | 1310 | 0.623 | 21.9
after detailed placement | 0.0618 | 1310 | 0.566 | 21.9
after CTS | 0.0620 | 1310 | 0.569 | 21.9
after global routing | 0.0650 | 1310 | 0.526 | 21.9
final | 0.0616 | 1310 | 0.582 | 21.9
## area by class of cell
| cell class | instances | area (um2) |
|---|---|---|
| Tap cell | 75 | 93.8 |
| Inverter | 6 | 22.5 |
| Sequential cell | 34 | 866 |
| Timing Repair Buffer | 15 | 145 |
| Fill cell | 618 | 4680 |
| Multi-Input combinational cell | 29 | 186 |
## flip-flops by register name (all words and copies together), names as in the netlist
name                   flops
clock                      1
filter                     8
incnt                      4
keyboard_clk_filtered      1
read_char                  1
ready_set                  1
scan_code                  8
scan_ready                 1
shiftin                    9
## layout by cell type (no fill, tap or decap)
cell	instances
or4_1	2
nor4_1	1
nand2_1	2
ha_1	2
dfrtp_1	1
a221oi_1	1
inv_1	6
a21boi_0	1
edfxtp_1	18
nor3_1	1
nor3b_1	1
buf_4	2
and2b_2	1
nor2_1	2
o21ai_1	2
a21oi_1	5
conb_1	1
clkdlybuf4s50_1	13
dfxtp_1	15
o21a_1	1
o211ai_1	3
nand4_1	3
Power and IR drop assume default switching activity.
