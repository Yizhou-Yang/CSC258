<file path="./constraint.sdc">
current_design hex

set clk_period 1.0
set clk_io_pct 0.2

create_clock -name clk0 -period $clk_period

set non_clock_inputs [all_inputs -no_clocks]
set_input_delay [expr $clk_period * $clk_io_pct] -clock clk0 $non_clock_inputs
set_output_delay [expr $clk_period * $clk_io_pct] -clock clk0 [all_outputs]
</file>
<file path="./run.sh">
#!/bin/bash
# OpenROAD 26Q1-2900-gdf79404cd8, Yosys 0.63+post, stock flow scripts
make -C /OpenROAD-flow-scripts/flow DESIGN_CONFIG=/design/flow/config.mk WORK_HOME=/design/flow/orfs finish
</file>
<file path="./design.v">
module hex(HEX0, SW);
	input [3:0] SW;
	output [6:0] HEX0;
	decoder7segment u0(
		.c0(SW[0]),
		.c1(SW[1]),
		.c2(SW[2]),
		.c3(SW[3]),
		.HEX0(HEX0)
		);
endmodule
module decoder7segment(c3, c2, c1, c0, HEX0);
	input c3, c2, c1, c0;
	output [6:0] HEX0;
	assign HEX0[0] = ~c3 & ~c2 & ~c1 & c0 | ~c3 & c2 & ~c1 & ~c0 | c3 & c2 & ~c1 & c0 | c3 & ~c2 & c1 & c0;
	assign HEX0[1] = c3 & c2 & ~c0 | c1 & c0 & c3 | c1 & ~c0 & c2 | ~c3 & c2 & ~c1 & c0;
	assign HEX0[2] = ~c3 & ~c2 & c1 & ~c0 | c3 & c2 & ~c0 | c3 & c2 & c1;
	assign HEX0[3] = ~c3 & c2 & ~c1 & ~c0 | ~c3 & ~c2 & ~c1 & c0 | c1 & c0 & c2 | c3 & ~c2 & c1 & ~c0;
	assign HEX0[4] = ~c3 & c0 | ~c1 & c0 & ~c2 | ~c3 & c2 & ~c1;
	assign HEX0[5] = c3 & c2 & ~c1 & c0 | ~c3 & ~c2 & c0 | ~c3 & ~c2 & c1 | c1 & c0 & ~c3;
	assign HEX0[6] = ~c3 & ~c2 & ~c1 | c3 & c2 & ~c1 & ~c0 | ~c3 & c2 & c1 & c0;
endmodule
</file>
<file path="./config.mk">
export PLATFORM = sky130hd
export DESIGN_NAME = hex
export DESIGN_NICKNAME = hex
export VERILOG_FILES = /design/flow/design.v
export SDC_FILE = /design/flow/constraint.sdc
export NUM_CORES = 4
export LEC_CHECK = 1
export CORE_AREA = 10 10 70 70
export DIE_AREA = 0 0 80 80
</file>
==> results.ini <==
[worst_setup_path]
crit_chain = buf_8 > buf_6 > nand2b_4 > o21ai_2 > a22o_1 > buf_2
max_stage_delay_ps = 210
path_buffers = 3
critical_path_required_ps = 800
slowest_stage = a22o_1
critPathLaunchType = primary input
crit_family = buffers and inverters
endpoint_kind = output port
path_class = in2out
crit_fanout = 6
worstPathArrival_ps = 890

[drt]
ant_nets = 0
remaining_drc_errors = 0
vias_per_cell = 3.093
drtPass1Iterations = 4
drt_iter0_drc = 3
antenna_cells = 0
routed_wl_um = 921
wire_per_inst_um = 9.495
vias = 300

[yosys]
yosys-stat-cells = 31
synth_xor_xnor_area_share_pct = 8.000
syn-cell-area_um2 = 219.0
ys_sh_adder_pct = 0
logic_family = AND-OR/OR-AND gates
synth.avg_cell_area_um2 = 7.063
synthMuxAreaShare_pct = 0
synth_cell_type_count = 19
ys_area_um2 = 219.0
synthAoiAreaFrac_pct = 34.29
netlist_instances = 31
ys_warn_count = 0
yosys.stat.seqShare_pct = 0
synthSimpleGateAreaFrac_pct = 30.86

[floorplanning]
core-area_um2 = 3416
row_count = 21
dieArea_um2 = 6400
io_pins = 11
die_w_um = 80
fp_util_pct = 6.410
dieHeight_um = 80

[min_path]
worstHoldPathCells = 3
hold_start = SW[2]
hold_path_class = in2out
hold_end = HEX0[3]

[timing]
setup_viol = 6
fmax_mhz = 920.8
rsz0062_at_grt = yes
hold_viol_final = 0
hold_ws_ps = 734.7
tns_ps = -357.5
slew_headroom_pct = 83.04
min_period_over_period_pct = 108.6
finalCriticalPeriod_ps = 1086
drv_slew = 0
worst_pin_slew_ps = 254.0
worst_slack_ps = -86.03

[run]
warning_count = 34
maxCapViolCount = 0

[grt]
overflow = 0
globalRouteTotalUtil_pct = 2.771
first_global_vias = 323
grt_max_degree = 9
antenna_found_initial = 0
grt_pass1_wl_um = 1490

[finish]
nFillCells = 395
flops = 0
most-common-layout-cells = buf_2 (8), buf_6 (8), buf_4 (4), nand2_1 (3)
clockBufferCount = 0
regArea_um2 = 0
syn_to_final_growth_pct = 148.6
drive_gt1_share_pct = 74.51

[pwr]
vdd_ir_drop_max_v = 0.0002053
p_leak_uw = 0.0002332
p_per_area_nw_per_um2 = 415.8

[placed_design]
place_hpwl_um = 616.4
gp_congestion = 0.7549
portBuffers = 11

[run_status]
violations = negative setup slack
outcome = finished, violations left

-- metal layers --
layer | part of all wire (%) | global-route usage [%] | wire (µm) | up-vias
li1 | - | - | - | 152
met1 | 61 | 4.878 | 565 | 137
met2 | 34 | 3.291 | 311 | 11
met3 | 4.8 | 0.5682 | 44 | 0
met4 | 0 | 0 | 0 | 0
met5 | 0 | 0 | 0 | -
-- cell families after synthesis --
logic type | after synthesis
and+or+nand+nor | 11
xor gates and xnor gates | 2
buffers and inverters | 7
AOI/OAI and AO/OA | 11
-- power by group --
part,switching [µW],leakage [µW],internal (µW),total (µW)
sequential,0,0,0,0
combinational,96.7,0.000233,130,226
clock,0,0,0,0
-- area by class of cell --
cell class | count | area [µm²] | area share [%]
multi-input cells | 24 | 245.2 | 45.06
repair buffers | 24 | 230.2 | 42.30
well taps | 46 | 57.56 | 10.57
inverters | 3 | 11.26 | 2.069
-- how the worst max path moves through the flow --
stage      from      end  depth (start not counted)
4_1_cts   SW[3]  HEX0[6]                          7
5_1_grt   SW[0]  HEX0[1]                          5
6_report  SW[0]  HEX0[1]                          6
-- stage by stage --
step	utilization (%)	setup WS, ps	total power, µW	instances	cell area, µm²
2_1_floorplan	-	125.4	78.05	31	219.0
3_3_place_gp	11.47	-998.4	158.4	91	391.6
3_5_place_dp	11.47	-1029	159.9	91	391.6
4_1_cts	14.43	-71.00	197.3	97	493.0
5_1_grt	15.93	-133.6	244.3	97	544.3
6_report	15.93	-86.03	226.3	97	544.3
-- synth_stat cells (all sizes together) --
| cell type | instances | share of area [%] |
|---|---|---|
| nor3 | 1 | 2.3 |
| a31oi | 1 | 2.9 |
| clkbuf | 1 | 6.3 |
| nand2b | 2 | 13 |
| inv | 3 | 5.1 |
| a21oi | 1 | 2.3 |
| xor2 | 2 | 8.0 |
| o22ai | 1 | 2.9 |
| o2bb2ai | 1 | 4.0 |
| nand3 | 4 | 9.1 |
| nor2 | 1 | 1.7 |
| buf | 3 | 15 |
| a22o | 1 | 4.0 |
| o21ai | 4 | 11 |
| o311ai | 1 | 4.0 |
| nand2 | 3 | 5.1 |
| o31ai | 1 | 3.4 |
-- repair_timing --
item / CTS / global route
hold endpoints to repair: 0 / 0
gates resized: 65 / 10
pin swaps: 10 / 5
hold buffers: 0 / 0
cloned: 1 / 0
endpoints found under the setup margin: 7 / 7
buffers inserted: 5 / 0
Power and IR drop assume default switching activity.
